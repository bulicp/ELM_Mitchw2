**/design/flow/design.v**
```verilog
module ELM_Mitchw2(
    input [15:0] x,
    input [15:0] y,
    output [31:0] p
    );
    wire [1:0] sign_factor;
    wire [16:0] PP_2;
    wire [14:0] PP_1;
    wire [27:0] PP_0;
    PP_2_gen High(
        .x1(x[15:13]),
        .y(y),
        .sign_factor(sign_factor[1]),
        .PP(PP_2)
        );
    PP_1_gen Middle(
        .x(x[13:0]),
        .y1(y[15:13]),
        .sign_factor(sign_factor[0]),
        .PP(PP_1)
        );
    PP_0_gen Low(
        .x0(x[13:0]),
        .y0(y[13:0]),
        .PP(PP_0)
        );
    PP_add Final(
        .sign_factor(sign_factor),
        .PP_2(PP_2),
        .PP_1(PP_1),
        .PP_0(PP_0),
        .p(p)
        );
endmodule
module PP_2_gen(
    input [2:0] x1,
    input [15:0] y,
    output sign_factor,
    output [16:0] PP
    );
    wire one, two, sign;
    code encode_block(
        .one(one),
        .two(two),
        .sign(sign),
        .y2(x1[2]),
        .y1(x1[1]),
        .y0(x1[0])
        );
    wire [16:0] tmp1_pp; 
    assign tmp1_pp = {y[15],y};  
    wire [17:0] out1;
    assign out1[0] = sign;
    genvar i;
    generate
        for ( i = 0; i < 17; i = i+1 )
            begin : pp_rad4_first 
            product pp_pr(tmp1_pp[i],out1[i],one,two,sign,PP[i],out1[i+1]);
            end
    endgenerate
    sgn_gen sign_gen(one,two,sign,sign_factor);
endmodule
module PP_1_gen(
    input [13:0] x,
    input [2:0] y1,
    output sign_factor,
    output [14:0] PP
    );
    wire one, two, sign;
    code encode_block(
        .one(one),
        .two(two),
        .sign(sign),
        .y2(y1[2]),
        .y1(y1[1]),
        .y0(y1[0])
        );
    wire [14:0] tmp1_pp; 
    assign tmp1_pp = {x[13],x};  
    wire [15:0] out1;
    assign out1[0] = sign;
    genvar i;
    generate
        for ( i = 0; i < 15; i = i+1 )
            begin : pp_rad4_first 
            product pp_pr(tmp1_pp[i],out1[i],one,two,sign,PP[i],out1[i+1]);
            end
    endgenerate
    sgn_gen sign_gen(one,two,sign,sign_factor);
endmodule   
module code(one,two,sign,y2,y1,y0);  
	input y2,y1,y0;                     
	output one,two,sign;                
	wire [1:0]k;                        
	xor x1(one,y0,y1);                  
	xor x2(k[1],y2,y1);                 
	not n1(k[0],one);                   
	and a1(two,k[0],k[1]);              
	assign sign=y2;                     
endmodule       
module product(x1,x0,one,two,sign,p,i);
	input x1,x0,sign,one,two;
	output p,i;
	wire [1:0] k;
	xor xo1(i,x1,sign);
	and a1(k[1],i,one);
	and a0(k[0],x0,two);
	or o1(p,k[1],k[0]);
endmodule
module sgn_gen(one,two,sign,sign_factor);
    input sign,one,two;
    output sign_factor;
    wire k;
    or o1(k,one,two);
    and a1(sign_factor,sign,k);
endmodule
module PP_0_gen(
    input signed [13:0] x0,
    input signed [13:0] y0,
    output signed [27:0] PP
    );
    wire [13:0] x0_abs;
    assign x0_abs = x0 ^ {14{x0[13]}};
    wire [13:0] k_x0;
    wire zero_x0;
    wire [13:0] x0_abs2;
	assign x0_abs2 = x0_abs;
    LOD14 lod_x0(
        .data_i(x0_abs),
        .zero_o(zero_x0),
        .data_o(k_x0));
    wire [3:0] k_x0_enc;
    PriorityEncoder_14v2 PE_x0(
        .data_i(k_x0),
        .code_o(k_x0_enc));
    wire x_shift;
    LBarrel Lshift_x0(
        .data_i(x0_abs2),
        .shift_i(k_x0),
        .data_o(x_shift));
    wire [13:0] y0_abs;
    assign y0_abs = y0 ^ {14{y0[13]}};
    wire [13:0] k_y0;
    wire zero_y0;
    LOD14 lod_y0(
        .data_i(y0_abs),
        .zero_o(zero_y0),
        .data_o(k_y0));
	wire [13:0] y0_abs2;
	assign y0_abs2 = y0_abs;  
    wire [3:0] k_y0_enc;
    PriorityEncoder_14v2 PE_y0(
        .data_i(k_y0),
        .code_o(k_y0_enc));
    wire y_shift;
    LBarrel Lshift_y0(
        .data_i(y0_abs2),
        .shift_i(k_y0),
        .data_o(y_shift));
    wire [5:0] x_log;
    wire [5:0] y_log;
    wire [5:0] p_log;
    assign x_log = {1'b0,k_x0_enc,x_shift};
    assign y_log = {1'b0,k_y0_enc,y_shift};
    assign p_log = x_log + y_log;
    wire [17:0] p_l1b;
    wire [1:0] l1_input;
    assign l1_input = {1'b1,p_log[0]};
    L1Barrel L1shift_plog(
        .data_i(l1_input),
        .shift_i(p_log[4:1]),
        .data_o(p_l1b));
    wire [14:0] p_low;
    wire not_k_l5 = ~p_log[5];
    assign p_low = p_l1b[15:1] & {15{not_k_l5}};
    wire [1:0] p_med;
    assign p_med = p_log[5] ? p_l1b[1:0] : p_l1b[17:16];
    wire [10:0] p_high;
    assign p_high = p_l1b[12:2] & {11{p_log[5]}};
    wire [27:0] PP_abs;
    assign PP_abs = {p_high,p_med,p_low};
    wire p_sign;
    wire [27:0] PP_temp;
    assign p_sign = x0[13] ^ y0[13];
    assign PP_temp = PP_abs ^ {28{p_sign}};
    wire notZeroA, notZeroB, notZeroD;
    assign notZeroA = ~zero_x0 | x0[13] | x0[0];
    assign notZeroB = ~zero_y0 | y0[13] | y0[0];
    assign notZeroD = notZeroA & notZeroB;
    assign PP = notZeroD? PP_temp : 28'b0;
endmodule
module LOD14(
    input [13:0] data_i,
    output zero_o,
    output [13:0] data_o
    );
	 wire [13:0] z;
	 wire [3:0] zdet;
	 wire [3:0] select;
	 assign zdet[3] = |(data_i[13:12]);
	 assign zdet[2] = |(data_i[11:8]);
	 assign zdet[1] = |(data_i[7:4]);
	 assign zdet[0] = |(data_i[3:0]);
	 assign zero_o = ~( zdet[0]  | zdet[1] );
	 LOD4 lod4_1 (
		.data_i(data_i[3:0]), 
		.data_o(z[3:0])
	 );
	  LOD4 lod4_2 (
            .data_i(data_i[7:4]), 
            .data_o(z[7:4])
         );
      LOD4 lod4_3 (
           .data_i(data_i[11:8]), 
           .data_o(z[11:8])
        );
	 LOD2 lod2_4 (
                .data_i(data_i[13:12]), 
                .data_o(z[13:12])
             );
	 	LOD4 lod4_5 (
                .data_i(zdet), 
                .data_o(select)
             );
	Muxes2in1Array2 Inst_MUX214_3 (
         .data_i(z[13:12]), 
         .select_i(select[3]), 
         .data_o(data_o[13:12])
     );
	Muxes2in1Array4 Inst_MUX214_2 (
        .data_i(z[11:8]), 
        .select_i(select[2]), 
        .data_o(data_o[11:8])
    );
	 Muxes2in1Array4 Inst_MUX214_1 (
        .data_i(z[7:4]), 
        .select_i(select[1]), 
        .data_o(data_o[7:4])
    );
	 Muxes2in1Array4 Inst_MUX214_0 (
		.data_i(z[3:0]), 
		.select_i(select[0]), 
		.data_o(data_o[3:0])
    );
endmodule
module LOD4(
    input [3:0] data_i,
    output [3:0] data_o
    );
	 wire mux0;
	 wire mux1;
	 wire mux2;
	 assign mux2 = (data_i[3]==1) ? 1'b0 : 1'b1;
	 assign mux1 = (data_i[2]==1) ? 1'b0 : mux2;
	 assign mux0 = (data_i[1]==1) ? 1'b0 : mux1;
	 assign data_o[3] = data_i[3];
	 assign data_o[2] =(mux2 & data_i[2]);
	 assign data_o[1] =(mux1 & data_i[1]);
	 assign data_o[0] =(mux0 & data_i[0]);
endmodule
module LOD2(
    input [1:0] data_i,
    output [1:0] data_o
    );
	 assign data_o[1] = data_i[1];
	 assign data_o[0] =(~data_i[1] & data_i[0]);
endmodule
module Muxes2in1Array4(
    input [3:0] data_i,
    input select_i,
    output [3:0] data_o
    );
	assign data_o[3] = select_i ? data_i[3] : 1'b0;
	assign data_o[2] = select_i ? data_i[2] : 1'b0;
	assign data_o[1] = select_i ? data_i[1] : 1'b0;
	assign data_o[0] = select_i ? data_i[0] : 1'b0;
endmodule
module Muxes2in1Array2(
    input [1:0] data_i,
    input select_i,
    output [1:0] data_o
    );
	assign data_o[1] = select_i ? data_i[1] : 1'b0;
	assign data_o[0] = select_i ? data_i[0] : 1'b0;
endmodule
module PriorityEncoder_14(
    input [13:0] data_i,
    output reg [3:0] code_o
    );
	  always @*
		case (data_i)
	     14'b00000000000001 : code_o = 4'b0000;
         14'b00000000000010 : code_o = 4'b0001;
         14'b00000000000100 : code_o = 4'b0010;
         14'b00000000001000 : code_o = 4'b0011;
         14'b00000000010000 : code_o = 4'b0100;
         14'b00000000100000 : code_o = 4'b0101;
         14'b00000001000000 : code_o = 4'b0110;
         14'b00000010000000 : code_o = 4'b0111;
         14'b00000100000000 : code_o = 4'b1000;
         14'b00001000000000 : code_o = 4'b1001;
         14'b00010000000000 : code_o = 4'b1010;
         14'b00100000000000 : code_o = 4'b1011;
		 default  : code_o = 4'b1100;
		endcase		
endmodule
module PriorityEncoder_14v2(
    input [13:0] data_i,
    output [3:0] code_o
    );
	wire tmp10, tmp20,tmp30,tmp40;
	assign tmp10 = ~(~(data_i[1] | data_i[3]) & ~data_i[5]);
	assign tmp20 = ~(~(data_i[7] | data_i[9]) & ~data_i[11]);
	assign code_o[0] = tmp10 & tmp20;
	assign tmp30 = ~(~(data_i[2] | data_i[3]) & ~data_i[6]);
	assign tmp40 = ~(~(data_i[7] | data_i[10]) & ~data_i[11]);
	assign code_o[1] = tmp30 & tmp40;
	wire [1:0] tmp50, tmp60;
	wire tmp70, tmp80;
	assign tmp50 = ~ (data_i[5:4] | data_i[7:6]);
	assign tmp70 = ~&(tmp50);
	assign code_o[2] = tmp70 & data_i[12];
	assign tmp60 = ~ (data_i[9:8] | data_i[11:10]);
	assign tmp80 = ~&(tmp60);
	assign code_o[3] = tmp80 & data_i[12];
endmodule
module LBarrel(
    input [13:0] data_i,
    input [13:0] shift_i,
    output data_o);
  	wire [11:0] tmp1_l;  
	wire [5:0] tmp2_l;	 
	wire [2:0] tmp3_l;	 
	assign tmp1_l = ~(data_i[11:0] & shift_i[12:1]);
	assign tmp2_l = ~(tmp1_l[11:6] & tmp1_l[5:0]);	
    assign tmp3_l = ~(tmp2_l[5:3] | tmp2_l[2:0]);
	assign data_o = 	~&tmp3_l;
endmodule
module L1Barrel(
    input [1:0] data_i,
    input [3:0] shift_i,
    output reg [17:0] data_o);
    always @*
        case (shift_i)
           4'b0000: data_o = data_i;
           4'b0001: data_o = data_i << 1;
           4'b0010: data_o = data_i << 2;
           4'b0011: data_o = data_i << 3;
           4'b0100: data_o = data_i << 4;
           4'b0101: data_o = data_i << 5;
           4'b0110: data_o = data_i << 6;
           4'b0111: data_o = data_i << 7;
           4'b1000: data_o = data_i << 8;
           4'b1001: data_o = data_i << 9;
           4'b1010: data_o = data_i << 10;
           4'b1011: data_o = data_i << 11;
           4'b1100: data_o = data_i << 12;
           4'b1101: data_o = data_i << 13;
           4'b1110: data_o = data_i << 14;
           default: data_o = data_i << 15;
        endcase
endmodule
module RBarell(
    input data_i,
    input shift_i,
    output [1:0] data_o);
    assign data_o[1] = ~shift_i;
    assign data_o[0] = shift_i | data_i;
endmodule
module PP_add(
    input [1:0] sign_factor,
    input [16:0] PP_2,
    input [14:0] PP_1,
    input [27:0] PP_0,
    output [31:0] p
    );
    wire [2:0] E_MSB;
    assign E_MSB[0] = ~ PP_0[27];
    assign E_MSB[1] = ~ PP_1[14];
    assign E_MSB[2] = ~ PP_2[16];
    wire [15:0] sum00_FA;
    wire [15:0] carry00_FA;
    wire [15:0] tmp001_FA;
    wire [15:0] tmp002_FA;
    wire [15:0] tmp003_FA;
    assign tmp001_FA = {E_MSB[0],PP_0[27],PP_0[27:14]};
    assign tmp002_FA = {E_MSB[1],PP_1};
    assign tmp003_FA = {PP_2[15:0]};
    genvar i001;
    generate
        for (i001 = 0; i001 < 16; i001 = i001 + 1)
            begin : pp_fad00
            FAd pp_fad(tmp001_FA[i001],tmp002_FA[i001], tmp003_FA[i001], carry00_FA[i001],sum00_FA[i001]);
            end
    endgenerate
    wire sum00_HA, carry00_HA;
    assign carry00_HA = PP_2[16];  
    assign sum00_HA = E_MSB[2];  
    wire [31:0] tmp1_add;
    wire [31:0] tmp2_add;
    assign tmp1_add = {E_MSB[2],sum00_HA,sum00_FA,PP_0[13:0]};
    assign tmp2_add = {carry00_HA,carry00_FA,sign_factor[1],{14{sign_factor[0]}}};
    assign p = tmp1_add + tmp2_add;
endmodule
module FAd(a,b,c,cy,sm);
	input a,b,c;
	output cy,sm;
	wire x,y,z;
	xor x1(x,a,b);
	xor x2(sm,x,c);
	and a1(y,a,b);
	and a2(z,x,c);
	or o1(cy,y,z);
endmodule 
```
**/design/flow/run.sh**
```bash
#!/bin/bash
# OpenROAD 26Q1-2900-gdf79404cd8, Yosys 0.63+post, stock flow scripts
make -C /OpenROAD-flow-scripts/flow DESIGN_CONFIG=/design/flow/config.mk WORK_HOME=/design/flow/orfs finish
```
**/design/flow/config.mk**
```make
export PLATFORM = sky130hd
export DESIGN_NAME = PriorityEncoder_14
export DESIGN_NICKNAME = PriorityEncoder_14
export VERILOG_FILES = /design/flow/design.v
export SDC_FILE = /design/flow/constraint.sdc
export NUM_CORES = 4
export LEC_CHECK = 1
export CORE_AREA = 10 10 70 70
export DIE_AREA = 0 0 80 80
```
**/design/flow/constraint.sdc**
```tcl
current_design PriorityEncoder_14

set clk_period 2.0
set clk_io_pct 0.2

create_clock -name clk0 -period $clk_period

set non_clock_inputs [all_inputs -no_clocks]
set_input_delay [expr $clk_period * $clk_io_pct] -clock clk0 $non_clock_inputs
set_output_delay [expr $clk_period * $clk_io_pct] -clock clk0 [all_outputs]
```
==> impl_metrics.toml <==
# flow metrics
[pwr]
static-leakage-power_nw = 0.318
power.density_mw_per_mm2 = 129
irDropWorstVdd_mv = 0.0256
p_comb_frac = 1.000
power_report.internal_total_uw = 54.4
proportion_of_power_drawn_by_the_clock_network = 0
seqPwrFrac = 0
power.switching_uw = 50.4
power.switching_fraction = 0.481
finalPower_uw = 105

[critical_path]
cpPeakStageDelay_ns = 0.32
cp_data_required_time_ns = 1.60
worst_path_max_delay_cell = "sky130_fd_sc_hd__nor4_4"
worstPathMaxFanout = 3
cp_cell_sequence = "buf_8, nor4_4, nand2_2, buf_6, o22a_1, o211ai_2, buf_4, o21ai_2, buf_2"
cp.arrival_ns = 1.65
criticalPathCategory = "primary input to output pin"
end_kind = "output pin"
crit_path_start_kind = "primary input"

[routing]
drt_first_pass_iters = 4
wire_per_inst_um = 10.8
detail_route.drc_violations = 0
detail_route.antenna_diodes = 0
via_per_inst = 3.95
detailroute.via_count = 529
routed_wirelength_mm = 1.45
detailedRoute.firstIterationViolations = 17
ant_nets = 0

[global_route]
overflow = 0
first_global_vias = 520
gr-usage-all-layers = 0.0434
grt_busiest_layer = "met2"
globalRouteMet2Util = 0.0754
grt_start_max_net_pins = 6
initial_antenna_violation_count = 0
gr-usage-met3 = 0.00909
use_met1 = 0.0567
grt_first_pass_wirelength_mm = 2.43

[yosys]
yosysCellCount = 43
yosys-stat-area_um2 = 287
postSynthCellCount = 43
synth.yosys.seq_area_share = 0
synthDistinctLibCells = 18
synthDominantAreaCellType = "sky130_fd_sc_hd__xor2_1"
syn_avg_cell_area_um2 = 6.66
main_area_contributors = "sky130_fd_sc_hd__xor2_1 18%, sky130_fd_sc_hd__nor4_1 13%, sky130_fd_sc_hd__nor4_2 8.7%, sky130_fd_sc_hd__o21ai_0 8.7%, sky130_fd_sc_hd__nand2_1 7.9%"
synth_area_um2 = 287
yosys_warnings = 1
synthDominantCellAreaShare = 0.183

[clock_tree]
cts-hold-fix-buffers = 0

[timing]
clock.fmax_mhz = 488
timing_worst_slew_pin_value_ns = 0.315
grt_setup_unrepaired = "true"
final.setup.worst_slack_ns = -0.0473
final-hold-violation-count = 0
max_slew_margin = 0.788
timing.final.crit_share = 1.02
period_needed_ns = 2.05
fin_worst_hold_slack_ns = 1.26
slew_viol_final = 0
finalSetupViolCount = 3

[placed_design]
detailedPlacementHpwl_mm = 1.02
port_buffer_cells = 18
dpl_cell_area_um2 = 637
place_congestion = 0.823

[job]
log.warning_count = 34
maxCapViolations = 0

[floorplanning]
pin_count = 18
num_rows = 21
fp.dieH_um = 80
fp_util = 0.0839
die_width_um = 80
core_area_mm2 = 0.00342
design.die.area_mm2 = 0.00640

[outcome]
status = "complete, but fails checks"
violations = "setup timing"

[layout]
design.seq.count = 0
nClkBuffers = 0
drive_gt1_frac = 0.727
sequential_cell_area_um2 = 0
final_design_area_no_fill_um2 = 816
flow.area_growth_from_synthesis_pct = 185

[min_path]
class_of_the_most_critical_hold_timing_path = "primary input to output pin"
-- timing repair --
action                                 in CTS  in global routing
endpoints found under the hold margin       0                  0
setup endpoints to repair                   4                  4
pin swaps                                  21                  8
buffers inserted                           12                  1
resized                                    97                 11
-- placed cells by master (no fill, tap or decap), types with 2 or more instances in the layout --
master | synthesis | layout
sky130_fd_sc_hd__buf_2 | 0 | 11
sky130_fd_sc_hd__buf_4 | 0 | 26
sky130_fd_sc_hd__buf_6 | 0 | 5
sky130_fd_sc_hd__clkdlybuf4s15_2 | 0 | 2
sky130_fd_sc_hd__nand2_1 | 6 | 4
sky130_fd_sc_hd__nor2_1 | 4 | 2
sky130_fd_sc_hd__nor2b_1 | 2 | 2
sky130_fd_sc_hd__nor4_1 | 6 | 2
sky130_fd_sc_hd__nor4_2 | 2 | 2
sky130_fd_sc_hd__nor4_4 | 0 | 4
sky130_fd_sc_hd__o21ai_1 | 0 | 2
sky130_fd_sc_hd__o21ai_2 | 0 | 2
sky130_fd_sc_hd__xor2_1 | 6 | 6
-- through the flow --
stage          TNS [ns]  worst slack [ns]   util  std cells
2_1_floorplan         0             0.281      -         43
4_1_cts          -0.169           -0.0616  0.225        133
3_5_place_dp      -3.17            -0.906  0.186        122
5_1_grt          -0.464            -0.157  0.239        134
6_report         -0.115           -0.0473  0.239        134
3_3_place_gp      -3.02            -0.846  0.186        122
-- Yosys cell counts --
master	n
sky130_fd_sc_hd__nand2_1	6
sky130_fd_sc_hd__nor4_1	6
sky130_fd_sc_hd__xor2_1	6
sky130_fd_sc_hd__o21ai_0	5
sky130_fd_sc_hd__nor2_1	4
sky130_fd_sc_hd__nor2b_1	2
sky130_fd_sc_hd__nor4_2	2
sky130_fd_sc_hd__nor4b_1	2
sky130_fd_sc_hd__a211oi_1	1
sky130_fd_sc_hd__a21boi_1	1
sky130_fd_sc_hd__and3_1	1
sky130_fd_sc_hd__nand4_1	1
sky130_fd_sc_hd__nor3b_1	1
sky130_fd_sc_hd__o211ai_1	1
sky130_fd_sc_hd__o211ai_2	1
sky130_fd_sc_hd__o22a_1	1
sky130_fd_sc_hd__o31a_1	1
sky130_fd_sc_hd__or3_1	1
-- power by group through the flow --
stage         Sequential (mW)  Clock [mW]  Combinational [mW]
CTS                         0           0              0.0964
global route                0           0               0.113
finish                      0           0               0.105
-- metal layers --
layer,vias up,share of wire
li1,264,-
met5,-,0
met2,18,0.44
met1,247,0.48
met4,0,0
met3,0,0.074
-- final cells by class --
class | count | area (µm²)
multi-input combinational | 43 | 414
fill | 351 | 2600
timing repair buffer | 45 | 344
tap | 46 | 57.6
-- logic make-up after synthesis --
logic type | share of synthesized area
simple gates | 0.546
compound gates | 0.271
xor+xnor | 0.183
-- critical path, delay by kind of cell --
kind | cells | cell delay, ns
simple gates | 2 | 0.43
buf+inv | 4 | 0.47
compound gates | 3 | 0.35
-- final timing paths --
kind	start	end	cells after the start	slack [ns]
max	data_i[11]	code_o[2]	9	-0.05
min	data_i[7]	code_o[1]	5	1.26
No activity file was given, so power comes from the tool's default toggle rates.
