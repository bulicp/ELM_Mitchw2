==> flow/config.mk <==
export PLATFORM = sky130hd
export DESIGN_NAME = mult_top
export DESIGN_NICKNAME = mult_top
export VERILOG_FILES = /design/flow/design.v
export SDC_FILE = /design/flow/constraint.sdc
export NUM_CORES = 4
export LEC_CHECK = 1
export CORE_UTILIZATION = 40
==> flow/constraint.sdc <==
current_design mult_top

set clk_period 9.9
set clk_io_pct 0.2

create_clock -name clk0 -period $clk_period [get_ports {clk}]

set non_clock_inputs [all_inputs -no_clocks]
set_input_delay [expr $clk_period * $clk_io_pct] -clock clk0 $non_clock_inputs
set_output_delay [expr $clk_period * $clk_io_pct] -clock clk0 [all_outputs]
==> flow/design.v <==
module ELM_Mitchw2(
    input [15:0] x,
    input [15:0] y,
    output [31:0] p
    );
    wire [1:0] sign_factor;
    wire [16:0] PP_2;
    wire [14:0] PP_1;
    wire [27:0] PP_0;
    PP_2_gen High(
        .x1(x[15:13]),
        .y(y),
        .sign_factor(sign_factor[1]),
        .PP(PP_2)
        );
    PP_1_gen Middle(
        .x(x[13:0]),
        .y1(y[15:13]),
        .sign_factor(sign_factor[0]),
        .PP(PP_1)
        );
    PP_0_gen Low(
        .x0(x[13:0]),
        .y0(y[13:0]),
        .PP(PP_0)
        );
    PP_add Final(
        .sign_factor(sign_factor),
        .PP_2(PP_2),
        .PP_1(PP_1),
        .PP_0(PP_0),
        .p(p)
        );
endmodule
module PP_2_gen(
    input [2:0] x1,
    input [15:0] y,
    output sign_factor,
    output [16:0] PP
    );
    wire one, two, sign;
    code encode_block(
        .one(one),
        .two(two),
        .sign(sign),
        .y2(x1[2]),
        .y1(x1[1]),
        .y0(x1[0])
        );
    wire [16:0] tmp1_pp; 
    assign tmp1_pp = {y[15],y};  
    wire [17:0] out1;
    assign out1[0] = sign;
    genvar i;
    generate
        for ( i = 0; i < 17; i = i+1 )
            begin : pp_rad4_first 
            product pp_pr(tmp1_pp[i],out1[i],one,two,sign,PP[i],out1[i+1]);
            end
    endgenerate
    sgn_gen sign_gen(one,two,sign,sign_factor);
endmodule
module PP_1_gen(
    input [13:0] x,
    input [2:0] y1,
    output sign_factor,
    output [14:0] PP
    );
    wire one, two, sign;
    code encode_block(
        .one(one),
        .two(two),
        .sign(sign),
        .y2(y1[2]),
        .y1(y1[1]),
        .y0(y1[0])
        );
    wire [14:0] tmp1_pp; 
    assign tmp1_pp = {x[13],x};  
    wire [15:0] out1;
    assign out1[0] = sign;
    genvar i;
    generate
        for ( i = 0; i < 15; i = i+1 )
            begin : pp_rad4_first 
            product pp_pr(tmp1_pp[i],out1[i],one,two,sign,PP[i],out1[i+1]);
            end
    endgenerate
    sgn_gen sign_gen(one,two,sign,sign_factor);
endmodule   
module code(one,two,sign,y2,y1,y0);  
	input y2,y1,y0;                     
	output one,two,sign;                
	wire [1:0]k;                        
	xor x1(one,y0,y1);                  
	xor x2(k[1],y2,y1);                 
	not n1(k[0],one);                   
	and a1(two,k[0],k[1]);              
	assign sign=y2;                     
endmodule       
module product(x1,x0,one,two,sign,p,i);
	input x1,x0,sign,one,two;
	output p,i;
	wire [1:0] k;
	xor xo1(i,x1,sign);
	and a1(k[1],i,one);
	and a0(k[0],x0,two);
	or o1(p,k[1],k[0]);
endmodule
module sgn_gen(one,two,sign,sign_factor);
    input sign,one,two;
    output sign_factor;
    wire k;
    or o1(k,one,two);
    and a1(sign_factor,sign,k);
endmodule
module PP_0_gen(
    input signed [13:0] x0,
    input signed [13:0] y0,
    output signed [27:0] PP
    );
    wire [13:0] x0_abs;
    assign x0_abs = x0 ^ {14{x0[13]}};
    wire [13:0] k_x0;
    wire zero_x0;
    wire [13:0] x0_abs2;
	assign x0_abs2 = x0_abs;
    LOD14 lod_x0(
        .data_i(x0_abs),
        .zero_o(zero_x0),
        .data_o(k_x0));
    wire [3:0] k_x0_enc;
    PriorityEncoder_14v2 PE_x0(
        .data_i(k_x0),
        .code_o(k_x0_enc));
    wire x_shift;
    LBarrel Lshift_x0(
        .data_i(x0_abs2),
        .shift_i(k_x0),
        .data_o(x_shift));
    wire [13:0] y0_abs;
    assign y0_abs = y0 ^ {14{y0[13]}};
    wire [13:0] k_y0;
    wire zero_y0;
    LOD14 lod_y0(
        .data_i(y0_abs),
        .zero_o(zero_y0),
        .data_o(k_y0));
	wire [13:0] y0_abs2;
	assign y0_abs2 = y0_abs;  
    wire [3:0] k_y0_enc;
    PriorityEncoder_14v2 PE_y0(
        .data_i(k_y0),
        .code_o(k_y0_enc));
    wire y_shift;
    LBarrel Lshift_y0(
        .data_i(y0_abs2),
        .shift_i(k_y0),
        .data_o(y_shift));
    wire [5:0] x_log;
    wire [5:0] y_log;
    wire [5:0] p_log;
    assign x_log = {1'b0,k_x0_enc,x_shift};
    assign y_log = {1'b0,k_y0_enc,y_shift};
    assign p_log = x_log + y_log;
    wire [17:0] p_l1b;
    wire [1:0] l1_input;
    assign l1_input = {1'b1,p_log[0]};
    L1Barrel L1shift_plog(
        .data_i(l1_input),
        .shift_i(p_log[4:1]),
        .data_o(p_l1b));
    wire [14:0] p_low;
    wire not_k_l5 = ~p_log[5];
    assign p_low = p_l1b[15:1] & {15{not_k_l5}};
    wire [1:0] p_med;
    assign p_med = p_log[5] ? p_l1b[1:0] : p_l1b[17:16];
    wire [10:0] p_high;
    assign p_high = p_l1b[12:2] & {11{p_log[5]}};
    wire [27:0] PP_abs;
    assign PP_abs = {p_high,p_med,p_low};
    wire p_sign;
    wire [27:0] PP_temp;
    assign p_sign = x0[13] ^ y0[13];
    assign PP_temp = PP_abs ^ {28{p_sign}};
    wire notZeroA, notZeroB, notZeroD;
    assign notZeroA = ~zero_x0 | x0[13] | x0[0];
    assign notZeroB = ~zero_y0 | y0[13] | y0[0];
    assign notZeroD = notZeroA & notZeroB;
    assign PP = notZeroD? PP_temp : 28'b0;
endmodule
module LOD14(
    input [13:0] data_i,
    output zero_o,
    output [13:0] data_o
    );
	 wire [13:0] z;
	 wire [3:0] zdet;
	 wire [3:0] select;
	 assign zdet[3] = |(data_i[13:12]);
	 assign zdet[2] = |(data_i[11:8]);
	 assign zdet[1] = |(data_i[7:4]);
	 assign zdet[0] = |(data_i[3:0]);
	 assign zero_o = ~( zdet[0]  | zdet[1] );
	 LOD4 lod4_1 (
		.data_i(data_i[3:0]), 
		.data_o(z[3:0])
	 );
	  LOD4 lod4_2 (
            .data_i(data_i[7:4]), 
            .data_o(z[7:4])
         );
      LOD4 lod4_3 (
           .data_i(data_i[11:8]), 
           .data_o(z[11:8])
        );
	 LOD2 lod2_4 (
                .data_i(data_i[13:12]), 
                .data_o(z[13:12])
             );
	 	LOD4 lod4_5 (
                .data_i(zdet), 
                .data_o(select)
             );
	Muxes2in1Array2 Inst_MUX214_3 (
         .data_i(z[13:12]), 
         .select_i(select[3]), 
         .data_o(data_o[13:12])
     );
	Muxes2in1Array4 Inst_MUX214_2 (
        .data_i(z[11:8]), 
        .select_i(select[2]), 
        .data_o(data_o[11:8])
    );
	 Muxes2in1Array4 Inst_MUX214_1 (
        .data_i(z[7:4]), 
        .select_i(select[1]), 
        .data_o(data_o[7:4])
    );
	 Muxes2in1Array4 Inst_MUX214_0 (
		.data_i(z[3:0]), 
		.select_i(select[0]), 
		.data_o(data_o[3:0])
    );
endmodule
module LOD4(
    input [3:0] data_i,
    output [3:0] data_o
    );
	 wire mux0;
	 wire mux1;
	 wire mux2;
	 assign mux2 = (data_i[3]==1) ? 1'b0 : 1'b1;
	 assign mux1 = (data_i[2]==1) ? 1'b0 : mux2;
	 assign mux0 = (data_i[1]==1) ? 1'b0 : mux1;
	 assign data_o[3] = data_i[3];
	 assign data_o[2] =(mux2 & data_i[2]);
	 assign data_o[1] =(mux1 & data_i[1]);
	 assign data_o[0] =(mux0 & data_i[0]);
endmodule
module LOD2(
    input [1:0] data_i,
    output [1:0] data_o
    );
	 assign data_o[1] = data_i[1];
	 assign data_o[0] =(~data_i[1] & data_i[0]);
endmodule
module Muxes2in1Array4(
    input [3:0] data_i,
    input select_i,
    output [3:0] data_o
    );
	assign data_o[3] = select_i ? data_i[3] : 1'b0;
	assign data_o[2] = select_i ? data_i[2] : 1'b0;
	assign data_o[1] = select_i ? data_i[1] : 1'b0;
	assign data_o[0] = select_i ? data_i[0] : 1'b0;
endmodule
module Muxes2in1Array2(
    input [1:0] data_i,
    input select_i,
    output [1:0] data_o
    );
	assign data_o[1] = select_i ? data_i[1] : 1'b0;
	assign data_o[0] = select_i ? data_i[0] : 1'b0;
endmodule
module PriorityEncoder_14(
    input [13:0] data_i,
    output reg [3:0] code_o
    );
	  always @*
		case (data_i)
	     14'b00000000000001 : code_o = 4'b0000;
         14'b00000000000010 : code_o = 4'b0001;
         14'b00000000000100 : code_o = 4'b0010;
         14'b00000000001000 : code_o = 4'b0011;
         14'b00000000010000 : code_o = 4'b0100;
         14'b00000000100000 : code_o = 4'b0101;
         14'b00000001000000 : code_o = 4'b0110;
         14'b00000010000000 : code_o = 4'b0111;
         14'b00000100000000 : code_o = 4'b1000;
         14'b00001000000000 : code_o = 4'b1001;
         14'b00010000000000 : code_o = 4'b1010;
         14'b00100000000000 : code_o = 4'b1011;
		 default  : code_o = 4'b1100;
		endcase		
endmodule
module PriorityEncoder_14v2(
    input [13:0] data_i,
    output [3:0] code_o
    );
	wire tmp10, tmp20,tmp30,tmp40;
	assign tmp10 = ~(~(data_i[1] | data_i[3]) & ~data_i[5]);
	assign tmp20 = ~(~(data_i[7] | data_i[9]) & ~data_i[11]);
	assign code_o[0] = tmp10 & tmp20;
	assign tmp30 = ~(~(data_i[2] | data_i[3]) & ~data_i[6]);
	assign tmp40 = ~(~(data_i[7] | data_i[10]) & ~data_i[11]);
	assign code_o[1] = tmp30 & tmp40;
	wire [1:0] tmp50, tmp60;
	wire tmp70, tmp80;
	assign tmp50 = ~ (data_i[5:4] | data_i[7:6]);
	assign tmp70 = ~&(tmp50);
	assign code_o[2] = tmp70 & data_i[12];
	assign tmp60 = ~ (data_i[9:8] | data_i[11:10]);
	assign tmp80 = ~&(tmp60);
	assign code_o[3] = tmp80 & data_i[12];
endmodule
module LBarrel(
    input [13:0] data_i,
    input [13:0] shift_i,
    output data_o);
  	wire [11:0] tmp1_l;  
	wire [5:0] tmp2_l;	 
	wire [2:0] tmp3_l;	 
	assign tmp1_l = ~(data_i[11:0] & shift_i[12:1]);
	assign tmp2_l = ~(tmp1_l[11:6] & tmp1_l[5:0]);	
    assign tmp3_l = ~(tmp2_l[5:3] | tmp2_l[2:0]);
	assign data_o = 	~&tmp3_l;
endmodule
module L1Barrel(
    input [1:0] data_i,
    input [3:0] shift_i,
    output reg [17:0] data_o);
    always @*
        case (shift_i)
           4'b0000: data_o = data_i;
           4'b0001: data_o = data_i << 1;
           4'b0010: data_o = data_i << 2;
           4'b0011: data_o = data_i << 3;
           4'b0100: data_o = data_i << 4;
           4'b0101: data_o = data_i << 5;
           4'b0110: data_o = data_i << 6;
           4'b0111: data_o = data_i << 7;
           4'b1000: data_o = data_i << 8;
           4'b1001: data_o = data_i << 9;
           4'b1010: data_o = data_i << 10;
           4'b1011: data_o = data_i << 11;
           4'b1100: data_o = data_i << 12;
           4'b1101: data_o = data_i << 13;
           4'b1110: data_o = data_i << 14;
           default: data_o = data_i << 15;
        endcase
endmodule
module RBarell(
    input data_i,
    input shift_i,
    output [1:0] data_o);
    assign data_o[1] = ~shift_i;
    assign data_o[0] = shift_i | data_i;
endmodule
module PP_add(
    input [1:0] sign_factor,
    input [16:0] PP_2,
    input [14:0] PP_1,
    input [27:0] PP_0,
    output [31:0] p
    );
    wire [2:0] E_MSB;
    assign E_MSB[0] = ~ PP_0[27];
    assign E_MSB[1] = ~ PP_1[14];
    assign E_MSB[2] = ~ PP_2[16];
    wire [15:0] sum00_FA;
    wire [15:0] carry00_FA;
    wire [15:0] tmp001_FA;
    wire [15:0] tmp002_FA;
    wire [15:0] tmp003_FA;
    assign tmp001_FA = {E_MSB[0],PP_0[27],PP_0[27:14]};
    assign tmp002_FA = {E_MSB[1],PP_1};
    assign tmp003_FA = {PP_2[15:0]};
    genvar i001;
    generate
        for (i001 = 0; i001 < 16; i001 = i001 + 1)
            begin : pp_fad00
            FAd pp_fad(tmp001_FA[i001],tmp002_FA[i001], tmp003_FA[i001], carry00_FA[i001],sum00_FA[i001]);
            end
    endgenerate
    wire sum00_HA, carry00_HA;
    assign carry00_HA = PP_2[16];  
    assign sum00_HA = E_MSB[2];  
    wire [31:0] tmp1_add;
    wire [31:0] tmp2_add;
    assign tmp1_add = {E_MSB[2],sum00_HA,sum00_FA,PP_0[13:0]};
    assign tmp2_add = {carry00_HA,carry00_FA,sign_factor[1],{14{sign_factor[0]}}};
    assign p = tmp1_add + tmp2_add;
endmodule
module FAd(a,b,c,cy,sm);
	input a,b,c;
	output cy,sm;
	wire x,y,z;
	xor x1(x,a,b);
	xor x2(sm,x,c);
	and a1(y,a,b);
	and a2(z,x,c);
	or o1(cy,y,z);
endmodule 
`timescale 1ns / 10ps
module mult_top(
    input clk,
    input  [15:0] x,
    input  [15:0] y,
    output reg [31:0] p_out
    );
    wire [31:0] P_vec;
    reg [15:0] X_vec;
    reg [15:0] Y_vec;
    ELM_Mitchw2 mult(X_vec,Y_vec,P_vec); 
    always @(posedge clk) 
    begin
        p_out = P_vec;
        X_vec = x;
        Y_vec = y;
    end
endmodule 
==> flow/run.sh <==
#!/bin/bash
# OpenROAD 26Q1-2900-gdf79404cd8, Yosys 0.63+post, stock flow scripts
make -C /OpenROAD-flow-scripts/flow DESIGN_CONFIG=/design/flow/config.mk WORK_HOME=/design/flow/orfs finish
==> impl_metrics.yaml <==
# synthesis and place-and-route metrics
sta:
  setup_viol: 0
  final.min_clock_period_ns: 5.61
  hold_viol_final: 0
  fmax_ghz: 0.178
  rsz0062_at_grt: "false"
  finalClockPeriodUsage_pct: 56.7
  drv_slew: 0
  skew_ns: 0.00843
  fin_ws_ns: 4.29
  worst_slew_pin_slew_ns: 0.780
  hold_ws_ns: 1.01
  finalSetupTns_ns: 0
  relSlewSlack_pct: 48.0
global_routing:
  grt_pass1_vias: 4586
  grt-ovfl-total: 0
  antenna_found_initial: 0
  grt_usage_pct: 19.9
  grt_pass1_wl_mm: 22.8
  grt_max_degree: 25
floorplan:
  fp_util_pct: 41.1
  die-area_um2: 14700
  num_rows: 43
  pin_count: 65
  die_w_um: 121
  core_area_um2: 13900
  die_h_um: 121
cts:
  clk_path_buf_depth: 2
  cts-resized-gates: 0
  cts_htree_levels: 3
  holdBufCountCts: 0
  clkTransAtPathRegs_ns: 0.06
  cts_tree: "yes"
  numCtsBuffers: 9
  cts.sinks: 64
  postCtsSetupBuffers: 0
  root_buffer: "clkbuf_16"
  insertion_delay_ns: 0.34
yosys:
  synth-seq-area-share_pct: 22.5
  yosysTopAreaCell: "dfxtp_1"
  synthCells: 735
  ys_chip_area_um2: 5700
  synthTopLogicFamily: "AND-OR/OR-AND gates"
  mux_share_pct: 2.85
  synth_warnings: 2
  top_cell_area_share_pct: 22.5
  synth-edff-count: 0
  ys_types: 64
  netlist_area_um2: 5700
  ys_cells: 735
  postSynthAreaPerCell_um2: 7.76
  flop_cell: "dfxtp_1"
  simple_gate_area_share_pct: 19.6
  fa_ha_area_share_pct: 14.2
  top_cells_by_area: "dfxtp_1, xnor2_1, ha_1, nor2_1, fa_1"
  xor_share_pct: 12.6
  ys_seq_elements: 64
  synthAoiAreaFrac_pct: 21.8
  synthArstFlopShare_pct: 0
setup_path:
  crit_end: "p_out[28]"
  critPathMaxStageDelay_ns: 0.76
  reg2reg_from: "X_vec[13]"
  slowest_stage: "dfxtp_1"
  crit_path_end_kind: "flip-flop"
  reg2reg_slack_ns: 4.29
  crit_path_cell_trace: "and3_1, a221oi_1, a221oi_1, a31oi_1, a211oi_1, o22ai_1, ha_1, fa_1, mux2i_1, nor2_1, nand2_1, xor2_1, nand3_1, fa_1, and2b_1, o211a_1, o31ai_4, a211oi_4, o21ai_2, o41ai_2, xor2_1"
  r2r-end: "p_out[28]"
  crit_start: "X_vec[13]"
  arrival_ns: 5.88
  startpoint_type: "flip-flop"
  reg2regPathDepth: 21
  worstSetupPathType: "flip-flop to flip-flop"
  worstPathMaxFanout: 19
  crit_required_ns: 10.17
placement:
  dp_cells: 945
  place_hpwl_mm: 10.9
  io_buffer_count: 64
  place_area_um2: 6460
  pre_cts_ws_ns: 4.40
  globalplace.congestion: 0.898
power:
  switching_share_pct: 37.5
  power_density_nw_per_um2: 222
  total_leakage_power_nw: 2.89
  p_seq_share_pct: 24.6
  power.switching_mw: 0.562
  peakVddDrop_uv: 93.2
  p_total_mw: 1.50
  p_int_mw: 0.937
  p_clk_share_pct: 21.4
  comb_power_share_pct: 53.9
route:
  wirelength_mm: 13.8
  antenna_cells: 0
  drc: 0
  wire_per_inst_um: 14.3
  vias: 5023
  firstDrtPassIters: 4
  drt-initial-drc-count: 327
  ant_nets: 0
  via_per_inst: 5.23
final_layout:
  layout_top_cells: "nor2_1, nand2_1, dfxtp_1, clkdlybuf4s50_1, xnor2_1"
  area_growth_pct: 18.7
  stdcell_count: 960
  lay_top_count: "nor2_1"
  drive_gt1_share_pct: 5.00
  fin_util_pct: 48.7
  fin_area_um2: 6770
run:
  warning_count: 25
  cap_violations: 0
min_path:
  hp-class: "flip-flop to flip-flop"
run_status:
  status: "complete, no violations"
-- cell families after synthesis --
logic type	after synthesis
muxes	16
and+or+nand+nor	249
DFF	64
AOI/OAI and AO/OA	176
buffers and inverters	95
other	1
adders and majority gates	54
xor gates and xnor gates	80
-- worst min path at each step --
stage          from        end  slack, ns  cells past startpoint
4_1_cts   X_vec[14]  p_out[31]        1.0                      5
5_1_grt   X_vec[14]  p_out[31]       1.08                      5
6_report  X_vec[14]  p_out[31]       1.01                      5
-- layer usage --
layer  track usage, %  vias to the layer above  share of wire (%)
met5                0                        -                  0
met4             4.48                        0                2.6
met3             2.45                       24                3.9
met2             29.8                      108                 43
met1             30.9                     2270                 50
li1                 -                     2621                  -
-- power groups by stage --
stage	sequential, mW	clock, mW	combinational (mW)
4_1_cts	0.371	0.329	0.808
5_1_grt	0.375	0.345	0.904
6_report	0.369	0.321	0.808
-- cell usage after synthesis (3+ instances only) --
cell type  count
a31oi_1        6
nor2b_1        6
o21ai_0       25
a221oi_1       4
nor2_1        98
ha_1          36
or3_1          6
buf_1          6
o221ai_1       5
buf_2          9
o211ai_1       5
inv_1         44
and2_1         3
a21oi_1       42
dfxtp_1       64
o22ai_1        6
nand4_1       10
mux2i_1       14
o21bai_1       5
and3_1         8
nand2b_1       4
clkbuf_1      36
o31ai_1        3
fa_1          18
a211oi_1      31
nand2_1       67
a21o_1        15
nor3_1        12
xnor2_1       57
nand3_1       25
xor2_1        21
-- critical path: cells and delay by family (launching register included) --
| kind | cells | cell delay [ns] |
|---|---|---|
| XOR/XNOR | 2 | 0.35 |
| flip-flops | 1 | 0.76 |
| AND/OR/NAND/NOR | 5 | 0.89 |
| multiplexers | 1 | 0.38 |
| AND-OR/OR-AND | 10 | 1.90 |
| adder cells (fa/ha/maj) | 3 | 1.26 |
-- state kept, by name, summed over array words and instances, names as in the netlist --
| register | flops |
|---|---|
| Y_vec | 16 |
| X_vec | 16 |
| p_out | 32 |
-- final cells by class --
cell class	count	area, um^2
fill	1289	7120
timing repair buffer	72	701
tap	180	225
inverter	44	165
clock buffer	11	253
multi-input combinational	585	4090
clock inverter	4	53.8
sequential	64	1280
Power and IR drop assume default switching activity.
